## flow/config.mk

```make
export PLATFORM = sky130hd
export DESIGN_NAME = top
export DESIGN_NICKNAME = top
export VERILOG_FILES = /design/flow/design.v
export SDC_FILE = /design/flow/constraint.sdc
export NUM_CORES = 4
export LEC_CHECK = 1
export CORE_UTILIZATION = 30
```

## flow/constraint.sdc

```tcl
current_design top

set clk_period 5.6
set clk_io_pct 0.2

create_clock -name clk0 -period $clk_period [get_ports {clk}]

set non_clock_inputs [all_inputs -no_clocks]
set_input_delay [expr $clk_period * $clk_io_pct] -clock clk0 $non_clock_inputs
set_output_delay [expr $clk_period * $clk_io_pct] -clock clk0 [all_outputs]
```

## flow/design.v

```verilog
module debouncer(
	input clk,
	input reset,
	input noisy,
	output clean
	);
	localparam COUNTER_MAX = 1000000;
	reg [19:0] counter;
	reg [1:0] ff_i;
	reg ff_o;
	wire clear_counter;
	wire counter_max;
	always @(posedge clk or negedge reset) begin
		if (!reset) begin
			ff_i <= 0;
		end else begin
			ff_i[1:0] <= {ff_i[0], noisy};
		end
	end
	assign clear_counter = ^ff_i;
	always @(posedge clk or negedge reset) begin
		if (!reset) begin
			counter <= 0;
		end else if (clear_counter || counter_max) begin
			counter <= 0;
		end else begin
			counter <= counter + 1'b1;
		end
	end
	assign counter_max = (counter == COUNTER_MAX);
	always @(posedge clk or negedge reset) begin
		if (!reset) begin
			ff_o <= 0;
		end else if (counter_max) begin
			ff_o <= ff_i[1];
		end
	end
	assign clean = ff_o;
endmodule
module sevseg (input clk, reset, button1, button2,
				 output reg [3:0] wys,
				 output reg [7:0] segment);
reg [23:0] counter;
reg [23:0] counter2;
reg [23:0] counter3;
reg [3:0] led_bcd;
reg [1:0] stan = 0, stan_nast = 0;
reg [15:0] keyval1 = 16'h0000;
reg running = 0;
reg running2 = 0;
reg mode = 0;
reg button1_prev;
reg button2_prev;
parameter [1:0] stan0 = 0, stan1 = 1, stan2 = 2, stan3 = 3;
always@(posedge clk or negedge reset) begin
	if(!reset) begin
		counter <= 0;
	end else begin
			counter <= counter + 1;
			if(counter >= 10000) begin
				counter <= 0;
				stan <= stan_nast;
			end else begin
				stan <= stan;
			end
		end
	end
always@(posedge clk) begin
	if (!reset) begin
		counter2 <= 0;
		counter3 <= 0;
		running <= 1;
		running2 <= 1;
		keyval1 <= (mode == 1) ? 16'h6000 : 16'h0000;
	end else begin
	if (button2 && !button2_prev) begin
		mode <= ~mode;
		keyval1 <= (mode == 1) ? 16'h6000 : 16'h0000;
	end
	if (mode == 1) begin
	if (button1 && !button1_prev) begin
		running <= ~running;
	 end else if (running == 1) begin
			counter2 <= counter2 + 1;
			if (counter2 >= 10000000) begin
				counter2 <= 0;
				keyval1[3:0] <= keyval1[3:0] + 1;
			end
			if (keyval1[3:0] > 9) begin
				keyval1[7:4] <= keyval1[7:4] +1;
				keyval1[3:0] <= 0;
			end
			if (keyval1[7:4] == 6) begin
				keyval1[11:8] <= keyval1[11:8] +1;
				keyval1[7:4] <= 0;
				keyval1[3:0] <= 0;
			end
			if (keyval1[11:8] > 9) begin
				keyval1[15:12] <= keyval1[15:12] +1;
				keyval1[11:8] <= 0;
			end
		end
	end else begin
	if( button1 && !button1_prev) begin
		running2 <= ~running2;
	end else if (running2 == 1) begin
		counter3 <= counter3 + 1;
		if(counter3 >= 10000000) begin
			counter3 <= 0;
			keyval1[3:0] <= keyval1[3:0] - 1;
		end
		if (keyval1[3:0] > 9) begin
			keyval1[7:4] <= keyval1[7:4] - 1;
			keyval1[3:0] <= 9;
			end
			if (keyval1[7:4] > 9) begin
				keyval1[11:8] <= keyval1[11:8] - 1;
				keyval1[7:4] <= 5;
				keyval1[3:0] <= 9;
			end
			if (keyval1[11:8] > 9) begin
				keyval1[15:12] <= keyval1[15:12] - 1;
				keyval1[11:8] <= 9;
			end
		end
	end
end
	button2_prev <= button2;
	button1_prev <= button1;
end
always@(*)
begin
	stan_nast <= stan;
	case(stan)
		stan0:
		begin
			wys <= 4'b0001;
			led_bcd <= keyval1[3:0];
			segment[7] = 1'b0;
			stan_nast <= stan1;
		end
		stan1:
		begin
			wys <= 4'b0010;
			led_bcd <= keyval1[7:4];
			segment[7] = 1'b0;
			stan_nast <= stan2;
		end
		stan2:
		begin
			wys <= 4'b0100;
			led_bcd <= keyval1[11:8];
			segment[7] = 1'b1;
			stan_nast <= stan3;
		end
		stan3:
		begin
			wys <= 4'b1000;
			led_bcd <= keyval1[15:12];
			segment[7] = 1'b0;
			stan_nast <= stan0;
		end
	endcase
end
always@(*)
begin
	case(led_bcd)
			4'b0000: segment[6:0] = 7'b00111111; 
			4'b0001: segment[6:0] = 7'b00000110; 
			4'b0010: segment[6:0] = 7'b01011011; 
			4'b0011: segment[6:0] = 7'b01001111; 
			4'b0100: segment[6:0] = 7'b01100110; 
			4'b0101: segment[6:0] = 7'b01101101; 
			4'b0110: segment[6:0] = 7'b01111101; 
			4'b0111: segment[6:0] = 7'b00000111; 
			4'b1000: segment[6:0] = 7'b01111111; 
			4'b1001: segment[6:0] = 7'b01101111; 
			4'b1010: segment[6:0] = 7'b01110111; 
			4'b1011: segment[6:0] = 7'b01111111; 
			4'b1100: segment[6:0] = 7'b00111001; 
			4'b1101: segment[6:0] = 7'b00111111; 
			4'b1110: segment[6:0] = 7'b01111001; 
			4'b1111: segment[6:0]= 7'b01110001; 
			default: segment[6:0] = 7'b00000000; 
	endcase
end
endmodule	
module top(
	input clk,
	input reset,
	input button1,
	input button2,
	output [3:0] wys,
	output [7:0] segment
	);
	wire debounced_button1;
	wire debounced_button2;
	debouncer u_debouncer1 (
		.clk(clk),
		.reset(reset),
		.noisy(button1),
		.clean(debounced_button1)
		);
	debouncer u_debouncer2 (
		.clk(clk),
		.reset(reset),
		.noisy(button2),
		.clean(debounced_button2)
		);
	sevseg u_sevseg(
		.clk(clk),
		.reset(reset),
		.button1(debounced_button1),
		.button2(debounced_button2),
		.wys(wys),
		.segment(segment)
		);
endmodule
```

## flow/run.sh

```bash
#!/bin/bash
# OpenROAD 26Q1-2900-gdf79404cd8, Yosys 0.63+post, stock flow scripts
make -C /OpenROAD-flow-scripts/flow DESIGN_CONFIG=/design/flow/config.mk WORK_HOME=/design/flow/orfs finish
```

==> summary.txt <==
Synthesis and PnR results.

- The flow ran to the end, and the final reports show no timing, DRC or antenna violations.
- The number of instances in the synthesized netlist reads 858.
- Along the worst path, the maximum fanout reaches 7.
- The most common logic cell in the final layout is sky130_fd_sc_hd__nor2_1.
- The overall die height is 160.5 microns.
- The number of enable-type register cells in the synthesized netlist is 3.
- The core area reads 0.02446 sq mm.
- The worst-case max-slew headroom was logged as 38.61%.
- Traced cell by cell, the critical path runs through inv_1 > ha_1 > a222oi_1 > nand2_1 > o21ai_0 > inv_1 > ha_1 > mux2_2 > mux2i_1 > clkdlybuf4s50_1.
- Measured on the finished design, the core utilization comes to 34.96%.
- The final-report max-slew violation count is 0.
- The CTS buffer count reads 17.
- The actual slew at the worst max-slew pin reads 0.8952 ns.
- The count of fill cells added during filler insertion is 2419.
- The number of standard cells reported by yosys reads between 800 and 900.
- The CTS log lists the clock sinks for this run as between 100 and 150.
- Setup repair after global routing left no endpoint under its margin.
- The CTS clock-pin slew for the worst setup and hold paths reads roughly 0.060 ns.
- The internal power reads 1.751 mW.
- According to the I/O placement log, the pin count is 16.
- The analysis attributes to net switching a power of 587.4 uW.
- The area fraction of the dominant cell type after synthesis is 23.25%.
- The proportion of layout cells with a drive suffix above 1 is 6.321%.
- The initial cell density of the core is between 30 and 40%.
- The number of OpenROAD warnings reads 52.
- The dominant cell type by area after synthesis is sky130_fd_sc_hd__dfrtp_1.
- The maximum number of pins on one net before global-route repair reads approximately 43.
- The count of TritonRoute iterations in the first routing pass is 5.
- The post-route setup TNS is 0 ns.
- Of the total power, registers draw 45.4%.
- The slowest cell on the critical path is sky130_fd_sc_hd__clkdlybuf4s50_1.
- Global routing used 12.21% of the available tracks.
- The quantity of I/O buffers inserted on ports reads 15.
- The number of warnings issued by yosys is 2.
- The delay of the slowest critical-path stage is about 0.47 ns.
- The clock network power share reads 44.3%.
- The category of the most critical setup path reads register to output port.
- Compared with the post-synthesis result, the final layout area differs by 13.50%.
- The placed instances occupy a cell area of 0.008009 sq mm.
- The number of H-tree levels reads 4.
- The placement row count reads 57.
- The number of global-route vias before repair is 5383.
- The final critical path time including I/O delays and setup reads around 4.4 ns.
- The clock tree from TritonCTS reads built.
- The unique cell type count in the Yosys netlist reads 64.
- The initial detailed-routing violation count is 394.
- The layout stage reports a final design area of around 0.0086 sq mm.
- The remaining antenna violation count is 0.
- The worst setup path is captured at an output port.
- The synthesis-stage register bit count reads 141.
- The total power density per cell area reads 273.5 mW/mm^2.
- The yosys stat chip area reads 0.007535 sq mm.
- The top cell types in the final layout, fill and taps aside, are 138 x sky130_fd_sc_hd__nor2_1, 75 x sky130_fd_sc_hd__nand2_1, 70 x sky130_fd_sc_hd__dfrtp_1.
- The first global-routing pass estimated 25.84 mm of wire.
- After layout, the design draws a total of 2.339 mW.
- Per the detailed-route log, wirelength across all metal layers totals between 10 and 15 mm.
- Measured along the x axis, the die boundary spans 160.5 microns.
- According to the floorplan report, the total die area is 0.02575 sq mm.
- The buffer levels on the longest clock path is 2.
- The report lists the number of cells resized after CTS as 0.
- The final number of hold-violating endpoints reads 0.
- The highest supply drop recorded on VDD is 0.1703 mV.
- Ranked by total cell area, the synthesized netlist is headed by sky130_fd_sc_hd__dfrtp_1 23%, sky130_fd_sc_hd__dfxtp_1 18%, sky130_fd_sc_hd__nor2_1 6.9%.
- After clock tree synthesis, the flow added hold-fix buffers numbering 0.
- Per the finish-stage timing summary, setup violations number 0.
- Per the OpenROAD power report, leakage power amounts to 3.334 nW.
- The number of buffer and inverter stages on the critical path reads 3.
- The proportion of synthesized chip area in sequential cells reads between 40% and 50%.
- The routed length per placed instance reads between 10 and 15 microns.
- The final estimated routing congestion in global placement reads 0.8672.
- Buffers added to address setup during post-CTS repair amount to 0.
- The total grt overflow is 0.
- The data required time of the worst path is between 4 and 5 ns.
- The classification of the worst-slack hold path reads register to register.
- For this run the detailed placement stage logged an HPWL of slightly below 10 mm.
- The mean instance size in the synthesized netlist reads ~8.8 sq um.
- The met2 demand-to-capacity share in global routing is 18.18%.
- Post-synth the commonest register cell is sky130_fd_sc_hd__dfrtp_1.
- The startpoint type of the worst setup path is a register.
- The met1 track demand over resource in global routing reads 19.30%.
- The global-route track usage on met3 reads ~2.0%.
- In this run the cell area of the synthesized design comes to 0.007535 sq mm.
- The power share of the combinational group is roughly 10%.
- The max-cap violation count is 0.
- The mean number of vias per cell reads 4.756.
- The final critical path takes up 78.82% of the cycle.
- The initial antenna violation count reads 0.
- For the worst setup path, the data arrival time is 3.29 ns.
- Per the CTS log, the root buffer master is sky130_fd_sc_hd__clkbuf_16.
- The maximum frequency from static timing analysis is 226.6 MHz.
- The later-pin clock latency in the skew report reads roughly 0.42 ns.
- The detailed router placed 5755 vias in this run.
- After synthesis, the share of flip-flops with an asynchronous set or reset is about half.
- The routed layout reports a DRC error count of 0.
- The switching share of power is 25.12%.
- The clock arrives with 0.008004 ns of skew.
- The antenna cell count is 0.
- The most crowded layer after global routing reads met1.
- The top cell family by delay on the critical path is buffers and inverters.
==> power by group through the flow <==
stage | sequential, mW | clock, mW | combinational [mW]
after global routing | 1.06 | 1.12 | 0.274
after CTS | 1.06 | 1.07 | 0.244
final | 1.06 | 1.04 | 0.241
==> synthesized netlist by cell type, drive strengths merged, types with 4 or more instances <==
cell type and n:
a211oi 7, a21oi 27, a222oi 4, a22oi 6, a311oi 6, and2 7, and3 18, and4 7
clkbuf 32, dfrtp 70, dfxtp 68, ha 35, inv 39, mux2 4, mux2i 7, nand2 75
nand2b 4, nand3 50, nand4 14, nor2 138, nor2b 7, nor3 28, nor4 5, nor4b 8
o211ai 6, o21ai 31, or2 5, or3 9, xnor2 46, xor2 49
==> metal layers <==
metal  vias to the layer above  part of all wire (%)
met5                         -                     0
met2                       101                    43
met1                      2664                    52
met3                        23                   3.8
li1                       2967                     -
met4                         0                   1.9
==> metrics by stage <==
| stage | setup WS, ns | instances | hold WS (ns) |
|---|---|---|---|
| floorplan | 2.460 | 867 | 0.3715 |
| global placement | 1.717 | 1178 | 0.4000 |
| CTS | 1.201 | 1210 | 0.4066 |
| finish | 1.186 | 1210 | 0.4023 |
| detailed placement | 1.673 | 1178 | 0.3967 |
| global route | 0.9596 | 1210 | 0.4200 |
==> worst paths after layout <==
kind	startpoint	slack, ns	endpoint	depth (start not counted)
hold reg to reg	u_debouncer2.ff_i[0]	0.40	u_debouncer2.ff_i[1]	0
setup / recovery	u_sevseg.stan[0]	1.19	segment[3]	10
min in group asynchronous	reset	0.68	u_debouncer2.counter[1]	1
setup reg to reg	u_sevseg.mode	2.81	u_sevseg.counter3[23]	6
hold / removal	u_debouncer2.ff_i[0]	0.40	u_debouncer2.ff_i[1]	0
max in group asynchronous	reset	4.05	u_sevseg.counter[22]	2
==> cells by family (layout without fill, tap and decap cells) <==
group	Yosys count	count (layout)	synth area share [%]
compound gates	113	113	9.997
xor+xnor	95	95	11.04
fa+ha+maj	35	35	5.812
buf+inv	73	92	4.085
flops	141	141	42.51
mux	11	11	1.528
other cells	1	10	0.04977
simple gates	389	389	24.98
==> state kept, by name, indices dropped and copies added, names as in the netlist <==
register	flops
u_debouncer1.counter	20
u_debouncer1.ff_i	2
u_debouncer1.ff_o	1
u_debouncer2.counter	20
u_debouncer2.ff_i	2
u_debouncer2.ff_o	1
u_sevseg.button1_prev	1
u_sevseg.button2_prev	1
u_sevseg.counter	24
u_sevseg.counter2	24
u_sevseg.counter3	24
u_sevseg.keyval1	16
u_sevseg.mode	1
u_sevseg.running	1
u_sevseg.running2	1
u_sevseg.stan	2
==> layout make-up <==
cell class / count / area [sq um] / share of cell area, %
multi-input cells: 653 / 4065 / 47.53
flip-flops and latches: 141 / 3203 / 37.45
clock buffers: 21 / 460.4 / 5.384
well taps: 324 / 405.4 / 4.740
repair buffers: 20 / 185.2 / 2.165
inverters: 40 / 150.1 / 1.756
clock inverters: 11 / 82.58 / 0.9656
No activity file was given, so power comes from the tool's default toggle rates.
